## flow/run.sh

```bash
#!/bin/bash
# OpenROAD 26Q1-2900-gdf79404cd8, Yosys 0.63+post, stock flow scripts
make -C /OpenROAD-flow-scripts/flow DESIGN_CONFIG=/design/flow/config.mk WORK_HOME=/design/flow/orfs finish
```

## flow/config.mk

```make
export PLATFORM = sky130hd
export DESIGN_NAME = coffee
export DESIGN_NICKNAME = coffee
export VERILOG_FILES = /design/flow/design.v
export SDC_FILE = /design/flow/constraint.sdc
export NUM_CORES = 4
export LEC_CHECK = 1
export CORE_AREA = 10 10 70 70
export DIE_AREA = 0 0 80 80
```

## flow/constraint.sdc

```tcl
current_design coffee

set clk_period 2.0
set clk_io_pct 0.2

create_clock -name clk0 -period $clk_period [get_ports {clock}]

set non_clock_inputs [all_inputs -no_clocks]
set_input_delay [expr $clk_period * $clk_io_pct] -clock clk0 $non_clock_inputs
set_output_delay [expr $clk_period * $clk_io_pct] -clock clk0 [all_outputs]
```

## flow/design.v

```verilog
`timescale 1ns / 1ps
module coffee(
    input c05,
    input c10,
    input [1:0]sel,
	 input clock,
    input reset,
    output reg es,
    output reg esl,
    output reg cap,
	 output reg [2:0]state_reg
    );
reg [2:0]state_next;
always @(posedge clock or negedge reset)
	begin
		if(reset == 0) state_reg <= 0;
		else state_reg <= state_next;
	end
always @(state_reg, sel, c05, c10)
	begin
		state_next = 3'b000;
		es = 0; esl = 0; 
		cap = 0;
		case (state_reg)
			3'b000: begin 
					state_next = state_reg;
					esl = 0; es = 0; cap = 0;
					if (c05 == 1) state_next = 3'b001;
					if (c10 == 1) state_next = 3'b010;
				end
			3'b001: begin 
					state_next = state_reg;
					esl = 0; es = 0; cap = 0;
					if (c05 == 1) state_next = 3'b010;
					if (c10 == 1) state_next = 3'b011;
				end
			3'b010: begin 
					state_next = state_reg;
					esl = 0; es = 0; cap = 0;
					if (c05 == 1) state_next = 3'b011;
					if (c10 == 1) state_next = 3'b100;
				end
			3'b011: begin 
					state_next = state_reg;
					esl = 0; es = 0; cap = 0;
					if (c05 == 1) state_next = 3'b100;
					if (c10 == 1) state_next = 3'b100;
				end
			3'b100:
				begin 
					state_next = state_reg;
					esl = 0; es = 0; cap = 0; 
					if (c05 == 1) state_next = 3'b100;
					if (c10 == 1) state_next = 3'b100;
					if (sel == 2'b01) state_next = 3'b101;
					if (sel == 2'b00) state_next = 3'b100;
					if (sel == 2'b10) state_next = 3'b110;
					if (sel == 2'b11) state_next = 3'b111;
				end
			3'b101: begin 
					state_next = 3'b000;
					esl = 0; es = 0; cap = 1;
				end
			3'b110: begin 
					state_next = 3'b000;
					esl = 0; es = 1; cap = 0;
				end
			3'b111: begin 
					state_next = 3'b000;
					esl = 1; es = 0; cap = 0;
				end
		endcase
	end
endmodule
```

==> flow_summary.json <==
{
  "cp.arrival_ps": 1380,
  "met1_usage": 0.02065,
  "antenna_left": 0,
  "grt_max_degree": 9,
  "drv_cap": 0,
  "vias": 184,
  "edf_count": 0,
  "cp_data_required_time_ps": 1600,
  "top_cell_area_share": 0.4196,
  "dieArea_sq_um": 6400,
  "min_path_type": "input pin to asynchronous set/reset pin",
  "top_area_cell": "dfrtp_1",
  "antenna_found_initial": 0,
  "ctsRootBufferMaster": "clkbuf_4",
  "slew-limit-headroom": 0.7849,
  "die_y_um": 80,
  "status": "complete, no violations",
  "fin_tns_setup_ps": 0,
  "p_clk_frac": 0.258,
  "crit_fanout": 8,
  "async_flop_share": 1.000,
  "ctsHoldBuffers": 0,
  "drt-initial-drc-count": 3,
  "rsz0062_at_grt": "false",
  "drt-pass1-iter-count": 2,
  "fin_crit_sh": 0.8920,
  "ys_cells": 19,
  "post_cts_buffers": 0,
  "leakagePower_nw": 0.1380,
  "io_pins": 12,
  "syn2layout_area_growth_pct": 108.4,
  "cp_cell_sequence": "and3b_2 -> clkdlybuf4s50_1",
  "final_layout_size_suffix_gt1_frac": 0.2059,
  "met3_usage": 0.02159,
  "combPwrFrac": 0.399,
  "via_per_inst": 2.300,
  "syn_area_per_cell_sq_um": 9.417,
  "clock-sinks": 3,
  "cts_resized": 0,
  "ff_type": "dfrtp_1",
  "slowest_delay_ps": 460,
  "path_clk_slew_ps": 40,
  "finClkSkew_ps": 0.8204,
  "critPathBufInv": 1,
  "grt-busiest-layer": "met2",
  "grt_pass1_wl_um": 903,
  "max_slew.worst_pin.slew_ps": 321.9,
  "grt_pass1_vias": 198,
  "fp-row-count": 21,
  "common_cells": "3 x dfrtp_1, 3 x nand2_1, 2 x nor2_1",
  "yosysWarnings": 1,
  "largest_register_ffs": 3,
  "grt_usage": 0.01854,
  "crit_type": "register to output pin",
  "post-dp-hpwl_um": 443.7,
  "endpoint": "cap",
  "seq_area_frac_synth": 0.4196,
  "place_congestion": 0.7063,
  "drt-total-wl_um": 546,
  "seqPwrFrac": 0.344,
  "routedWlPerCell_um": 6.825,
  "initial_utilization": 0.05238,
  "synth_cells": 19,
  "cp-start-kind": "register",
  "synth_cell_type_count": 14,
  "r2r-end": "state_reg[1]$_DFFE_PN0P_",
  "tool_warnings": 25,
  "r2r-start": "state_reg[0]$_DFFE_PN0P_",
  "grt_overflow": 0,
  "core_area_sq_um": 3416,
  "yosys-top-cells-area": "dfrtp_1 42%, nand2_1 6.3%, and3b_2 5.6%",
  "cts_made_buffers": 3,
  "r2r_setup_slack_ps": 930,
  "ys_ff": 3,
  "p_sw_frac": 0.2995,
  "irDropWorstVdd_uv": 181.5,
  "p_sw_mw": 0.1210,
  "clock_path_buffers": 2,
  "powerDensity_nw_per_um2": 1084,
  "cts_tree": "done",
  "hold_slack_ps": 352.5,
  "rr_worst_depth": 3,
  "report.final.slew_viol_count": 0,
  "setup_violations": 0,
  "slowest_stage": "clkdlybuf4s50_1",
  "cts_max_level": 1,
  "fp.dieW_um": 80,
  "synth_area_sq_um": 178.9,
  "grt_use_met2": 0.02167,
  "ys_chip_area_sq_um": 178.9,
  "cp.depth": 2,
  "hold_violations": 0,
  "worstSetupEndpointType": "output pin",
  "max_clock_freq_ghz": 0.5606,
  "clock_latency_ps": 230,
  "intPower_mw": 0.2831,
  "fin_crit_ps": 1784,
  "cp_top_family": "buffers and inverters",
  "drc": 0,
  "cp-startpoint": "state_reg[1]$_DFFE_PN0P_",
  "io_buffers": 11,
  "diodes": 0
}
-- area by class of cell --
| class | instances | area (sq um) |
|---|---|---|
| clock buffers | 4 | 26.28 |
| well taps | 46 | 57.56 |
| flip-flops and latches | 3 | 75.07 |
| multi-input cells | 16 | 103.9 |
| repair buffers | 11 | 110.1 |
| fillers | 403 | 3043 |
-- cells in the final DEF (no fill, tap or decap) --
cell | synthesis | final
and3b_2 | 1 | 1
o21ai_2 | 1 | 1
a21o_2 | 1 | 1
dfrtp_1 | 3 | 3
o21a_1 | 1 | 1
clkbuf_4 | 0 | 3
and3_2 | 1 | 1
nand2_1 | 3 | 3
nor3b_1 | 1 | 1
xor2_1 | 1 | 1
nand3b_1 | 1 | 1
clkbuf_1 | 0 | 1
a21oi_1 | 1 | 1
xnor2_1 | 1 | 1
nor2_1 | 2 | 2
clkdlybuf4s50_1 | 0 | 11
o21ai_0 | 1 | 1
-- worst min path at each step --
stage          from                       end  slack [ps]  cells past startpoint
finish        reset  state_reg[0]$_DFFE_PN0P_         350                      1
global route  reset  state_reg[1]$_DFFE_PN0P_         350                      1
CTS           reset  state_reg[0]$_DFFE_PN0P_         340                      1
-- metrics by stage --
| stage | power, mW | setup WS (ps) | utilization | instances | instance area [sq um] |
|---|---|---|---|---|---|
| after global placement | 0.3052 | 472.5 | 0.1015 | 76 | 346.6 |
| after detailed placement | 0.3023 | 451.2 | 0.1015 | 76 | 346.6 |
| after floorplan | 0.1999 | 985.5 | - | 19 | 178.9 |
| final | 0.4041 | 216.1 | 0.1092 | 80 | 372.9 |
| after CTS | 0.4147 | 199.9 | 0.1092 | 80 | 372.9 |
| after global routing | 0.4531 | 116.7 | 0.1092 | 80 | 372.9 |
-- power groups by stage --
| stage | clock network, mW | registers (mW) | logic (mW) |
|---|---|---|---|
| CTS | 0.112 | 0.138 | 0.165 |
| global route | 0.123 | 0.149 | 0.181 |
| finish | 0.104 | 0.139 | 0.161 |
-- layer usage --
| metal | vias up | part of all wire |
|---|---|---|
| li1 | 96 | - |
| met1 | 77 | 0.49 |
| met2 | 11 | 0.32 |
| met3 | 0 | 0.19 |
| met4 | 0 | 0 |
| met5 | - | 0 |
-- kinds of logic (layout without fill, tap and decap cells) --
kind of cell              Yosys count  in the layout  share of synthesized area
AOI/OAI and AO/OA                   5              5                     0.1958
xor gates and xnor gates            2              2                    0.09792
buffers and inverters               0             15                          0
DFF                                 3              3                     0.4196
and+or+nand+nor                     9              9                     0.2868
Power figures rest on the tool's default switching activity, not on a simulated workload.
