File: /design/flow/constraint.sdc
current_design ecounter

set clk_period 1.4
set clk_io_pct 0.2

create_clock -name clk0 -period $clk_period [get_ports {clk}]

set non_clock_inputs [all_inputs -no_clocks]
set_input_delay [expr $clk_period * $clk_io_pct] -clock clk0 $non_clock_inputs
set_output_delay [expr $clk_period * $clk_io_pct] -clock clk0 [all_outputs]
File: /design/flow/run.sh
#!/bin/bash
# OpenROAD 26Q1-2900-gdf79404cd8, Yosys 0.63+post, stock flow scripts
make -C /OpenROAD-flow-scripts/flow DESIGN_CONFIG=/design/flow/config.mk WORK_HOME=/design/flow/orfs finish
File: /design/flow/design.v
`timescale 1ns / 1ps
module ecounter(
    input clk,
    input reset,
    output [3:0]cnt
    );
	reg [3:0]q;
	always @(posedge clk)
    begin
    if(reset | q == 4'b1110)
			q <= 4'b0000;
    else if (q == 4'b0000)
         q <= 4'b0001;
    else if (q == 4'b0001)
         q <= q + 4'b0001;
    else
         q <= q + 4'b0010;
    end
    assign cnt = q;
endmodule
File: /design/flow/config.mk
export PLATFORM = sky130hd
export DESIGN_NAME = ecounter
export DESIGN_NICKNAME = ecounter
export VERILOG_FILES = /design/flow/design.v
export SDC_FILE = /design/flow/constraint.sdc
export NUM_CORES = 4
export LEC_CHECK = 1
export CORE_AREA = 10 10 70 70
export DIE_AREA = 0 0 80 80
==> Implementation_results.wiki <==
=== Physical design figures ===
{| class="wikitable"
! Metric !! Value
|-
| Via count of the first global-routing pass || 261
|-
| Clock Path Buffers || 2
|-
| Initial drt markers || 5
|-
| Root buffer cell || sky130_fd_sc_hd__clkbuf_4
|-
| Amount of wire on met3 after detailed routing || approximately 22 um
|-
| Required @ worst endpoint || about 1.1 ns
|-
| Crit Path Class || flop to output pin
|-
| Htree depth || 1
|-
| Dominant cell by count in the synthesized netlist || sky130_fd_sc_hd__ha_1
|-
| Overall chip area || 6400 sq um
|-
| Crit path arrival time || 1.07 ns
|-
| TritonCTS Buffers || 3
|-
| Leakage power figure || 0.184 nW
|-
| Clock network latency to the later pin of the worst-skew pair || ~0.23 ns
|-
| CP peak stage delay || about 0.48 ns
|-
| Filler cell count in the final layout || 402
|-
| Synthesized netlist cell count || 29
|-
| Inserted Diodes || 0
|-
| Skew final || 0.00187 ns
|-
| I/O pin total || 6
|-
| Layout overhead on the synthesized area || 65.3%
|-
| Met2 Wirelength || 298 um
|-
| Largest net degree at the start of global routing || 7
|-
| Gp weighted congestion || 0.796
|-
| Yosys stat cell total || 29
|-
| Cell count of the worst reg-to-reg path || 4
|-
| Actual slew at the worst max-slew pin || 0.272 ns
|-
| First-pass GRT wire length || 1.10 mm
|-
| Clock tree from TritonCTS || done
|-
| Yosys warning total || 1
|-
| Setup repair after global routing missed its margin || false
|-
| Detailed-route DRC error count || 0
|-
| Portion of synthesized cell area occupied by the leading cell type || 29.6%
|-
| Part of the cycle the worst path needs || 96.4%
|-
| Part of the total power dissipated in the clock network || 17.9%
|-
| Cell area power density || roughly 1700 nW/um^2
|-
| Number of logged tool warnings || 28
|-
| Cell area reported after detailed placement || 408 sq um
|-
| Biggest fanout along the worst timing path || 6
|-
| Run status || complete, no violations
|-
| Fraction of registers with async set/reset || 0%
|-
| Post-synth area hogs || sky130_fd_sc_hd__dfxtp_1, sky130_fd_sc_hd__ha_1, sky130_fd_sc_hd__a211oi_2
|-
| Slowest stage cell on the critical path || sky130_fd_sc_hd__clkdlybuf4s50_1
|-
| Reg with most FFs || q
|-
| Number of buffer and inverter instances along the worst setup path || 1
|-
| Setup slack, reg-to-reg || 0.05 ns
|-
| Max-capacitance violation count || 0
|-
| Post-route setup slack || 0.0499 ns
|-
| Number of cells on the worst hold path || 2
|-
| Number of flip-flops under the largest register name || 4
|-
| Final setup TNS || 0 ns
|-
| Routed via count divided by cell count || 2.70
|-
| Highest Signal Layer || met3
|-
| HPWL reported at the end of detailed placement || about 500 um
|-
| Minimum period implied by the final worst setup slack || 1.35 ns
|-
| Max rail drop VDD || a little over 0.6 mV
|-
| Portion of total power attributed to combinational logic || about 55%
|-
| Endpoints failing hold || 0
|-
| Cell row count || 21
|-
| DR vias || 235
|-
| Highest achievable clock rate || 741 MHz
|-
| Routed Wire Length || 588 um
|-
| Cell depth of the worst setup path || 1
|-
| Initial antenna violation count || 0
|-
| Critical Path Source Type || flop
|-
| Hold bufs inserted after CTS || 0
|-
| Number of buffer cells added on primary ports || 5
|-
| Number of nets still failing antenna checks after routing || 0
|-
| Switching Share || 33.6%
|-
| Largest registers || q: 4 flops
|-
| Internal Power || 0.507 mW
|-
| Slew HR || around four fifths
|-
| Count of unique library cells instantiated by Yosys || 18
|-
| Register share of total power || a little over a quarter
|-
| Final std cell area, no fill || 447 sq um
|-
| Avg WL per Cell || 6.76 um
|-
| Top delay family on crit path || buffers and inverters
|-
| Final Max Tran Viols || 0
|-
| Commonest cells in the netlist || sky130_fd_sc_hd__ha_1, sky130_fd_sc_hd__dfxtp_1
|-
| Class of the most critical hold timing path || flop to flop
|-
| Pre-Repair DR Iteration Count || 2
|-
| Category of the worst setup path capture point || output pin
|-
| Die height || 80 um
|-
| Setup violation total in the final timing report || 0
|-
| Cell-by-cell listing of the critical path || clkdlybuf4s50_1
|-
| Power spent charging and discharging nets || 0.256 mW
|-
| Post-Syn Area per Cell || 9.32 sq um
|-
| Starting utilization of the core area || 7.91%
|-
| Part of the Yosys area used for sequential elements || 29.6%
|-
| Met1 Routed Length || 266 um
|-
| Chip area line of the yosys report || 270 sq um
|-
| Layout cells sized above 1 || around 41%
|-
| Post-synth top flop || sky130_fd_sc_hd__dfxtp_1
|-
| Total routing resource utilization after global routing || 2.06%
|-
| Top cell type by total area after synthesis || sky130_fd_sc_hd__dfxtp_1
|-
| Clock-pin transition on the worst setup and hold timing paths || 0.04 ns
|-
| Place WS || 0.0355 ns
|-
| Floorplan Core Area || 3420 sq um
|-
| Area of the mapped netlist || 270 sq um
|-
| Die width || 80 um
|-
| Clock sink count || 4
|-
| Overflow left after global routing || 0
|-
| Total of flip-flops plus latches after synthesis || 4
|-
| Number of enable flip-flop cells || 0
|}
## power groups by stage
stage,clock network (mW),registers (mW),logic (mW)
after CTS,0.146,0.203,0.416
after global routing,0.159,0.215,0.478
final,0.136,0.208,0.418
## layout make-up
cell class                 count  area [sq um]  area share, %
sequential                     4          87.6           19.6
tap                           46          57.6           12.9
clock buffer                   3          22.5           5.04
timing repair buffer           9          82.6           18.5
inverter                       2          7.51           1.68
multi-input combinational     23           189           42.3
## cells in the final DEF, fill, tap and decap left out, drive strengths merged, types with 2 or more instances in the layout
| cell | instances |
|---|---|
| a21oi | 2 |
| ha | 5 |
| inv | 2 |
| dfxtp | 4 |
| clkbuf | 3 |
| buf | 4 |
| nand2 | 2 |
| nor2 | 2 |
| clkdlybuf4s50 | 4 |
## routing by layer
layer,vias up,GRT usage (%)
li1,126,-
met4,0,0.528
met1,107,2.33
met3,0,0.909
met2,2,3.45
met5,-,0
## tightest hold or removal path: cells and delay by family (launching register included)
| family | cells | cell delay [ns] |
|---|---|---|
| and+or+nand+nor | 1 | 0.05 |
| AOI/OAI and AO/OA | 1 | 0.11 |
| DFF | 1 | 0.36 |
## logic make-up (layout without fill, tap and decap cells)
kind of cell	count (synthesis)	count (layout)	synth area share [%]
AOI/OAI and AO/OA	6	6	17.6
buffers and inverters	2	14	2.78
DFF	4	4	29.6
adders and majority gates	5	5	23.1
and+or+nand+nor	12	12	26.9
## metrics by stage
stage	utilization, %	instances	hold WS [ns]	total power, mW
2_1_floorplan	-	29	0.359	0.410
3_3_place_gp	11.9	84	0.536	0.594
3_5_place_dp	11.9	84	0.554	0.611
4_1_cts	12.8	87	0.574	0.766
5_1_grt	13.1	87	0.598	0.852
6_report	13.1	87	0.572	0.763
## final timing paths
kind	from	to
setup / recovery	q[2]	cnt[2]
hold / removal	q[1]	q[1]
setup reg to reg	q[1]	q[1]
hold reg to reg	q[1]	q[1]
## timing repair
item                                    CTS  global route
endpoints found under the setup margin    4             3
resized                                   6             3
pin swaps                                 0             1
cloned                                    0             0
buffers inserted                          1             0
endpoints found under the hold margin     0             0
Power and IR drop assume default switching activity.
